===== ./config.mk =====
export PLATFORM = sky130hd
export DESIGN_NAME = serialula
export DESIGN_NICKNAME = serialula
export VERILOG_FILES = /design/flow/design.v
export SDC_FILE = /design/flow/constraint.sdc
export NUM_CORES = 4
export LEC_CHECK = 1
export CORE_UTILIZATION = 50

===== ./run.sh =====
#!/bin/bash
# OpenROAD 26Q1-2900-gdf79404cd8, Yosys 0.63+post, stock flow scripts
make -C /OpenROAD-flow-scripts/flow DESIGN_CONFIG=/design/flow/config.mk WORK_HOME=/design/flow/orfs finish

===== ./constraint.sdc =====
current_design serialula

set clk_period 4.2
set clk_io_pct 0.2

create_clock -name clk0 -period $clk_period [get_ports {E}]
create_clock -name clk1 -period $clk_period [get_ports {clk}]

set non_clock_inputs [all_inputs -no_clocks]
set_input_delay [expr $clk_period * $clk_io_pct] -clock clk0 $non_clock_inputs
set_output_delay [expr $clk_period * $clk_io_pct] -clock clk0 [all_outputs]

===== ./design.v =====
module serialula
  (
   input            clk,
   input            jp1,    
   input            E,
   input [7:0]      Data,
   input            nCS,
   output           CasMotor,
   input            CasIn,
   output [1:0]     CasOut,
   output           TxC,
   input            TxD,
   output           RxC,
   output           RxD,
   output           DCD,
   input            RTSI,
   output           CTSO,
   input            Din,
   output           Dout,
   input            CTSI,
   output           RTSO
   );
   wire         vlsi_mode = 1'b0;
   reg [7:0]        control;
   wire [2:0]       ctrl_tx_baud       = control[2:0];
   wire [2:0]       ctrl_rx_baud       = control[5:3];
   wire             ctrl_reverse_tones = control[3] & vlsi_mode;
   wire             ctrl_rs423_sel     = control[6];
   wire             ctrl_motor_on      = control[7];
   reg [9:0]        clk_divider;
   reg              tx_clk;
   reg              rx_clk;
   wire [2:0]       sine_in;
   reg [2:0]        burst_counter;
   reg [10-1:0] high_tone_counter;
   wire [10-1:0] high_tone_threshold;
   reg              high_tone_detect;
   reg              txd_s;
   reg              enable_s;
   reg              cas_clk_recovered;
   reg              cas_din_recovered;
   reg              cas_din_synchronized;
   reg              cas_din_filtered;
   reg              cas_din_edge;
   reg [1:0]        filter_counter;
   reg [7:0]        bit_counter;
   wire             burst0;
   wire             burst1;
   reg              is_long;
   reg              is_long_last;
   always @(negedge E) begin
      if (!nCS) begin
         control <= Data;
      end
   end
   always @(posedge clk) begin
      clk_divider <= clk_divider + 1'b1;
   end
   always @(*) begin
      case (ctrl_tx_baud)
        3'b000: tx_clk = clk;             
        3'b100: tx_clk = clk_divider[0];  
        3'b010: tx_clk = clk_divider[1];  
        3'b110: tx_clk = clk_divider[2];  
        3'b001: tx_clk = clk_divider[3];  
        3'b101: tx_clk = clk_divider[5];  
        3'b011: tx_clk = clk_divider[6];  
        3'b111: tx_clk = clk_divider[7];  
      endcase
   end
   always @(*) begin
      case (ctrl_rx_baud)
        3'b000: rx_clk = clk;             
        3'b100: rx_clk = clk_divider[0];  
        3'b010: rx_clk = clk_divider[1];  
        3'b110: rx_clk = clk_divider[2];  
        3'b001: rx_clk = clk_divider[3];  
        3'b101: rx_clk = clk_divider[5];  
        3'b011: rx_clk = clk_divider[6];  
        3'b111: rx_clk = clk_divider[7];  
      endcase
   end
   always @(posedge clk) begin
      if (clk_divider[0]) begin
         cas_din_edge <= 1'b0;
         cas_din_synchronized <= CasIn;
         if (cas_din_filtered == cas_din_synchronized) begin
            filter_counter <= 0;
         end else begin
            filter_counter <= filter_counter + 1;
            if (&filter_counter) begin
               cas_din_filtered <= cas_din_synchronized;
               cas_din_edge <= 1'b1;
            end
         end
      end
   end
   assign burst0 = (bit_counter == 8'h08);  
   assign burst1 = (bit_counter == 8'hB0);  
   always @(posedge clk) begin
      if (clk_divider[0]) begin
         if (cas_din_edge) begin
            bit_counter <= 0;
         end else if (!(&bit_counter)) begin
            bit_counter <= bit_counter + 1'b1;
         end
         if (burst0 || burst1 || |burst_counter) begin
            burst_counter <= burst_counter + 1'b1;
         end
         if (|burst_counter) begin
            cas_clk_recovered <= !burst_counter[0];
         end else begin
            cas_clk_recovered <= 1'b1;
         end
         if (cas_din_edge) begin
            is_long <= 1'b0;
            is_long_last <= is_long;
         end else if (burst1) begin
            is_long <= 1'b1;
         end
         if (cas_din_edge) begin
            if (is_long) begin
               cas_din_recovered <= ctrl_reverse_tones;
            end else if (!is_long_last) begin
               cas_din_recovered <= !ctrl_reverse_tones;
            end
         end
      end
   end
   assign high_tone_threshold = vlsi_mode ? 445 :
                                962;
   always @(posedge clk) begin
      if (&clk_divider[7:0]) begin
         if (!cas_din_recovered || !ctrl_motor_on) begin
            high_tone_counter <= 0;
         end else if (!(&high_tone_counter)) begin
            high_tone_counter <= high_tone_counter + 1;
         end
         high_tone_detect <= (high_tone_counter == high_tone_threshold);
      end
   end
   assign sine_in = txd_s ? clk_divider[8:6] : clk_divider[9:7];
   always @(posedge clk) begin
      if (&clk_divider[9:0]) begin
         txd_s <= TxD ^ ctrl_reverse_tones;
         enable_s <= !ctrl_rs423_sel & !RTSI;
      end
   end
   assign CasOut[1] = (enable_s &    sine_in[2]   ) ? 1'bZ : 1'b0;
   assign CasOut[0] = (enable_s & !(^sine_in[2:0])) ? 1'bZ : 1'b0;
   assign Dout = !TxD;
   assign TxC  = tx_clk;
   assign DCD  = ctrl_rs423_sel ? 1'b0 : high_tone_detect;
   assign RxC  = ctrl_rs423_sel ? rx_clk : cas_clk_recovered;
   assign RxD  = ctrl_rs423_sel ? !Din : cas_din_recovered;
   assign RTSO = ctrl_rs423_sel ? !RTSI : 1'b0;
   assign CTSO = ctrl_rs423_sel ? !CTSI : 1'b0;
   assign CasMotor = ctrl_motor_on;
endmodule

==> flow_metrics.tcl <==
# collected from the flow reports
set metrics [dict create \
    outcome "finished with violations" \
    failed_checks "negative setup slack" \
    dpl-instance-area_sq_um 2500 \
    power_frac_comb_pct 2.8 \
    yosysWarningCount 3 \
    syn_area_per_cell_sq_um 12.2 \
    finish.instance_area_sq_um 2730 \
    clkTransAtPathRegs_ps 70 \
    switching_power_share_of_the_total_pct 20.3 \
    synth_sequential_area_ratio_pct 59.5 \
    timing.rr.start "control[7]" \
    timing.critical_path.fanout_max 4 \
    path_class "reg -> out" \
    internal_power_uw 836 \
    power-per-cell-area_nw_per_um2 385 \
    grt_pass1_vias 1529 \
    p_seq_share_pct 48.9 \
    path_category_of_the_worst_min_delay_check "reg -> reg" \
    cp_data_required_time_ps 3360 \
    std_cell_rows 23 \
    die-height_um 68.9 \
    grt_overflow 0 \
    grt_use_total_pct 19.8 \
    final.setup.worst_slack_ps -408 \
    arrival_time_of_data_at_the_critical_path_endpoint_ps 3770 \
    crit_slowest_cell "sky130_fd_sc_hd__edfxtp_1" \
    postSynthRegisterBits 47 \
    remaining_drcs 0 \
    placement.io_buffers 22 \
    final.setup.tns_ps -726 \
    layoutNonFillerInstCount 279 \
    grt_antenna_before_repair 0 \
    num_antenna_cells 0 \
    static-leakage-power_nw 1.05 \
    min_delay_worst_endpoint "is_long_last" \
    post_synth_tally_of_flip_flops_with_integrated_enable 39 \
    initCoreUtil_pct 54.0 \
    core_area_sq_um 4140 \
    detailedPlacementHpwl_um 2510 \
    postSynth.asyncResetShare_pct 0 \
    timing.rr.end "high_tone_counter[6]" \
    timing.final.setup_violations 2 \
    drt_iter0_drc 116 \
    yosysCellCount 184 \
    synthesis.area_sq_um 2240 \
    die_x_um 68.9 \
    cp-start-kind "flop" \
    ir_worst_vdd_mv 0.280 \
    areaGrowthSynthToFinish_pct 21.9 \
    dp_cells 253 \
    log.warning_count 48 \
    cp_cell_sequence "mux2i_1 -> mux4_2 -> mux2i_1 -> buf_2" \
    slew_violations 0 \
    fillerInstances 292 \
    syn-instance-count 184 \
    routed-via-count 1497 \
    yosys-stat-area_sq_um 2240 \
    clock_power_share_pct 48.3 \
    max-slew-margin-rel_pct 43.3 \
    synth_cell_types 37 \
    worst_path_most_repeated_cell "sky130_fd_sc_hd__mux2i_1" \
    post_route_skew_ps 5.56 \
    total_switching_power_uw 213 \
    timing_hold_violations_final 0 \
    num_io_pins 27 \
    holdPathStages 0 \
    crit_path_max_incr_delay_ps 480 \
    critical_path.endpoint_type "primary output" \
    final_antenna_net_count 0 \
    die_area_sq_um 4750 \
    drv_cap 0 \
    worst-slew-pin-transition_ps 847 \
    postSynth.topFlopCell "sky130_fd_sc_hd__edfxtp_1" \
    worstHoldStart "is_long" \
    worst-r2r-setup-slack_ps 700 \
    place.gp.congestion 0.820 \
    layout-drive-gt1-share_pct 11.8 \
    grt_setup_unrepaired "true" \
    maximum_number_of_pins_on_one_net_before_global_route_repair 14 \
    detail_route.wirelength_um 3830 \
    grt_pass1_wl_um 6330 \
    cts_tree "yes" \
    wire_per_inst_um 13.7 \
    route.detailed.vias_per_inst 5.37 \
    r2r_cells 4 \
    pre_antenna_drt_iters 4 \
]
-- sequential cells by signal (all words and copies together) (netlist names) --
| register | cells |
|---|---|
| cas_clk_recovered | 1 |
| clk_divider | 8 |
| cas_din_synchronized | 1 |
| high_tone_detect | 1 |
| bit_counter | 8 |
| filter_counter | 2 |
| cas_din_edge | 1 |
| cas_din_filtered | 1 |
| control | 8 |
| is_long_last | 1 |
| high_tone_counter | 10 |
| burst_counter | 3 |
| is_long | 1 |
| cas_din_recovered | 1 |
-- cells in the final DEF (no fill, tap or decap), types with 2 or more instances in the layout --
master                            netlist  final
sky130_fd_sc_hd__edfxtp_1              39     39
sky130_fd_sc_hd__inv_1                 15     22
sky130_fd_sc_hd__nor2_1                16     16
sky130_fd_sc_hd__clkdlybuf4s50_1        0     16
sky130_fd_sc_hd__clkbuf_8               0     13
sky130_fd_sc_hd__a21oi_1               11     11
sky130_fd_sc_hd__nand3_1               10     10
sky130_fd_sc_hd__nand2_1                8      8
sky130_fd_sc_hd__ha_1                   8      8
sky130_fd_sc_hd__dfxtp_1                8      8
sky130_fd_sc_hd__xnor2_1                7      7
sky130_fd_sc_hd__xor2_1                 7      7
sky130_fd_sc_hd__nor2b_1                6      6
sky130_fd_sc_hd__o21ai_0                6      6
sky130_fd_sc_hd__mux2i_1                5      5
sky130_fd_sc_hd__or3_1                  4      4
sky130_fd_sc_hd__buf_4                  2      4
sky130_fd_sc_hd__mux4_2                 3      3
sky130_fd_sc_hd__nand4_1                3      3
sky130_fd_sc_hd__o31ai_1                3      3
sky130_fd_sc_hd__or4_1                  3      3
sky130_fd_sc_hd__dlygate4sd2_1          0      3
sky130_fd_sc_hd__nor4_1                 2      2
sky130_fd_sc_hd__and2_1                 2      2
sky130_fd_sc_hd__conb_1                 1      2
sky130_fd_sc_hd__clkbuf_1               1      2
-- Yosys cell counts, types with 2 or more instances --
master | count | area (sq um)
sky130_fd_sc_hd__xnor2_1 | 7 | 61.3
sky130_fd_sc_hd__o21ai_0 | 6 | 30.0
sky130_fd_sc_hd__nand3_1 | 10 | 50.1
sky130_fd_sc_hd__mux4_2 | 3 | 67.6
sky130_fd_sc_hd__nor2b_1 | 6 | 37.5
sky130_fd_sc_hd__nor4_1 | 2 | 12.5
sky130_fd_sc_hd__inv_1 | 15 | 56.3
sky130_fd_sc_hd__ha_1 | 8 | 100
sky130_fd_sc_hd__edfxtp_1 | 39 | 1170
sky130_fd_sc_hd__or3_1 | 4 | 25.0
sky130_fd_sc_hd__xor2_1 | 7 | 61.3
sky130_fd_sc_hd__or4_1 | 3 | 22.5
sky130_fd_sc_hd__mux2i_1 | 5 | 50.1
sky130_fd_sc_hd__a21oi_1 | 11 | 55.1
sky130_fd_sc_hd__nand2_1 | 8 | 30.0
sky130_fd_sc_hd__buf_4 | 2 | 15.0
sky130_fd_sc_hd__dfxtp_1 | 8 | 160
sky130_fd_sc_hd__nor2_1 | 16 | 60.1
sky130_fd_sc_hd__nand4_1 | 3 | 18.8
sky130_fd_sc_hd__and2_1 | 2 | 12.5
sky130_fd_sc_hd__o31ai_1 | 3 | 22.5
-- power groups by stage --
stage	Clock, mW	Combinational (mW)	Sequential (mW)
4_1_cts	0.518	0.0296	0.513
5_1_grt	0.550	0.0323	0.514
6_report	0.507	0.0294	0.513
-- timing repair --
action                                  4_1_cts  5_1_grt
hold buffers                                  0        0
resized                                      11        3
gates cloned                                  0        0
endpoints found under the setup margin        6        3
pin swaps                                     1        0
setup buffers                                 3        0
-- per-layer routing --
metal | GRT usage, % | wire, um | share of wire [%]
met2 | 27.5 | 1620 | 42
met3 | 8.67 | 254 | 6.6
met5 | 0 | 0 | 0
met4 | 6.38 | 65 | 1.7
met1 | 30.4 | 1890 | 49
-- kinds of logic (layout without fill, tap and decap cells) --
logic type      Yosys count  count (layout)  synth area share [%]
compound gates           22              22                  5.42
xor+xnor                 14              14                  5.48
fa+ha+maj                 8               8                  4.47
buf+inv                  20              64                  4.08
flops                    47              47                  59.5
mux                       9               9                  5.76
other cells               1               2                 0.168
simple gates             63              63                  15.1
-- metrics by stage --
step	hold WS, ps	util [%]	setup slack (ps)	total power, mW
CTS	452	65.8	-423	1.06
global placement	434	60.3	-386	0.583
finish	458	65.9	-408	1.05
global route	484	65.9	-468	1.10
floorplan	426	-	117	0.558
detailed placement	436	60.3	-402	0.584
-- final cells by class --
| type | instances | area [sq um] | share of cell area, % |
|---|---|---|---|
| clock buffers | 17 | 203 | 7.43 |
| clock inverters | 9 | 35.0 | 1.28 |
| inverters | 14 | 52.6 | 1.93 |
| multi-input cells | 118 | 823 | 30.2 |
| flip-flops and latches | 47 | 1330 | 48.8 |
| well taps | 50 | 62.6 | 2.29 |
| repair buffers | 24 | 221 | 8.12 |
-- worst max-delay path, delay by kind of cell (launching register included) --
kind | cells | cell delay (ps)
multiplexers | 3 | 780
flip-flops | 1 | 480
buffers and inverters | 1 | 110
-- how the worst max path moves through the flow --
stage,from,to,slack [ps],cells past startpoint
after CTS,control[3],RxC,-420,4
after global routing,control[3],RxC,-470,4
final,control[3],RxC,-410,4
Power is estimated from default activity; no workload was simulated.
